File: /design/flow/run.sh
#!/bin/bash
# OpenROAD 26Q1-2900-gdf79404cd8, Yosys 0.63+post, stock flow scripts
make -C /OpenROAD-flow-scripts/flow DESIGN_CONFIG=/design/flow/config.mk WORK_HOME=/design/flow/orfs finish
File: /design/flow/config.mk
export PLATFORM = sky130hd
export DESIGN_NAME = ID_NPC
export DESIGN_NICKNAME = ID_NPC
export VERILOG_FILES = /design/flow/design.v
export SDC_FILE = /design/flow/constraint.sdc
export NUM_CORES = 4
export LEC_CHECK = 1
export CORE_AREA = 10 10 168 168
export DIE_AREA = 0 0 178 178
File: /design/flow/constraint.sdc
current_design ID_NPC

set clk_period 14.8
set clk_io_pct 0.2

create_clock -name clk0 -period $clk_period

set non_clock_inputs [all_inputs -no_clocks]
set_input_delay [expr $clk_period * $clk_io_pct] -clock clk0 $non_clock_inputs
set_output_delay [expr $clk_period * $clk_io_pct] -clock clk0 [all_outputs]
File: /design/flow/design.v
`timescale 1ns / 1ps
module ID_NPC(
    input [2:0] JumpOp,
    input [31:0] PC_IF,
    input [31:0] PC_ID,
    input [15:0] offset,
    input [25:0] index,
    input [31:0] GPRRs,
    input [1:0] CmpRes,
    input[31:0] EPC,
    input ERET,
    output [31:0] PCPlusFour,
    output [31:0] NextPC,
    output [31:0] PCPlusEight
    );
	parameter
	Ext_ZeroExt = 0,
	Ext_LeftShiftForTwo = 1,
	Ext_SignExt = 2,
	Ext_Lui = 3,
	Ext_OneExt = 4,
	ALU_Add = 0,
	ALU_Sub = 1,
	ALU_And = 2,
	ALU_Or = 3,
	ALU_Shift = 4,
	ALU_Slt = 5,
	ALU_Sltu = 6,
	ALU_Cmp = 15,
	ALU_CmpResLess = 2,
	ALU_CmpResEqual = 1,
	ALU_CmpResGreater = 0,
	MD_Free = 0,
	MD_Mult = 1,
	MD_Multu = 2,
	MD_Div = 3,
	MD_Divu = 4,
	MD_Mfhi = 5,
	MD_Mflo = 6,
	MD_Mthi = 7,
	MD_Mtlo = 8,
	Cmp_CmpResLess = 2,
	Cmp_CmpResEqual = 1,
	Cmp_CmpResGreater = 0,
	NPC_Beq = 1,
	NPC_Jal = 2,
	NPC_Jr = 3,
	NPC_Bne = 4,
	DM_Word32 = 3,
	DM_HalfWord16 = 1,
	DM_Byte8 = 2;
    assign PCPlusFour = PC_IF+4;
    assign PCPlusEight = PC_IF+8;
    assign NextPC = ((JumpOp==NPC_Beq)&&(CmpRes==ALU_CmpResEqual)) ?PC_ID+4+{{14{offset[15]}},{offset},{2{1'b0}}}: 
                    ((JumpOp==NPC_Bne)&&(CmpRes!=ALU_CmpResEqual)) ?PC_ID+4+{{14{offset[15]}},{offset},{2{1'b0}}}: 
                    (JumpOp==NPC_Jal)?{{4{1'b0}},{index},{2{1'b0}}}:
                    (JumpOp==NPC_Jr)?GPRRs:
                    (ERET)?(EPC+4):
                    PCPlusFour;
endmodule
==> flow_metrics.env <==
# flow metrics
export IMPL_synth_cell_types=70
export IMPL_lay_top_count="clkdlybuf4s50_1"
export IMPL_finalPower_uw=267
export IMPL_power_density_nw_per_um2=34.2
export IMPL_drt_antenna_violating_nets=0
export IMPL_die_w_um=178
export IMPL_fp_util_pct=19.9
export IMPL_drv_cap=0
export IMPL_synth_area_um2=4860
export IMPL_dp_cells=1244
export IMPL_clkbuf_count=0
export IMPL_dieArea_um2=31700
export IMPL_critical_path_arrival_ns=6.76
export IMPL_required_ns=11.84
export IMPL_chipHeight_um=178
export IMPL_antenna_found_initial=3
export IMPL_finalNonFillerCells=1246
export IMPL_routed_wl_um=24000
export IMPL_hold_viol_final=0
export IMPL_wl_per_cell_um=19.3
export IMPL_core_area_um2=24500
export IMPL_period_needed_ns=9.72
export IMPL_row_count=57
export IMPL_ys_area_um2=4860
export IMPL_setup_tns_ns=0
export IMPL_syn_to_final_growth_pct=60.4
export IMPL_status="complete, no violations"
export IMPL_via_per_inst=4.72
export IMPL_vias=5875
export IMPL_worst_path_max_fanout=15
export IMPL_crit_type="in -> out"
export IMPL_seq_area_um2=0
export IMPL_ff_count=0
export IMPL_syn_avg_cell_area_um2=7.02
export IMPL_setup_viol_count_final=0
export IMPL_p_leak_uw=0.00296
export IMPL_ys_cells=692
export IMPL_slew_violations=0
export IMPL_grt_remaining_overflow=0
export IMPL_synth_cells=692
export IMPL_cts_setup_buffers=0
export IMPL_tightest_slew_ns=0.814
export IMPL_drt_initial_drc_count=217
export IMPL_grt_use_total_pct=14.6
export IMPL_post_route_drc_count=0
export IMPL_first_pass_iters=4
export IMPL_port_buffers=272
export IMPL_grt_max_degree=55
export IMPL_yosysWarnings=0
export IMPL_hp_class="in -> out"
export IMPL_post_dp_hpwl_um=20900
export IMPL_fill_cells=2531
export IMPL_grt_pass1_wl_um=36200
export IMPL_startpoint_type="primary input"
export IMPL_lay_top_cells="clkdlybuf4s50_1 (270), xnor2_1 (61), ha_1 (60)"
export IMPL_warnings=32
export IMPL_rsz0062_at_grt="no"
export IMPL_grt_pass1_vias=6053
export IMPL_gp_congestion=0.912
export IMPL_seq_area_frac_synth_pct=0
export IMPL_peakVddDrop_mv=0.0125
export IMPL_drive_above_1_share_pct=4.35
export IMPL_ctsHoldBuffers=0
export IMPL_slew_headroom_pct=45.1
export IMPL_period_used_pct=65.7
export IMPL_fmax_mhz=103
export IMPL_pin_count=272
export IMPL_postCtsResizedCells=0
export IMPL_comb_area_um2=4560
export IMPL_endpoint_kind="output port"
## cells in the mapped netlist (4+ instances only)
library cell   n  share of area, %
buf_2          9              0.93
ha_1          60                15
o21a_1         4              0.62
a22oi_1        6              0.93
clkbuf_1      23               1.8
xnor2_1       61                11
o211ai_1       9               1.4
nor4_1         6              0.77
o21bai_1       6              0.93
a211oi_1      16               2.5
nor3_1        24               2.5
inv_1         16               1.2
buf_1          7              0.54
nor2b_1        7              0.90
nand4_1       22               2.8
nand3_1       42               4.3
a21oi_1       47               4.8
a211o_1        5              0.90
and2_1         8               1.0
nand2b_1       5              0.64
and4_1         5              0.90
a31oi_1        6              0.77
mux2i_1       24               4.9
mux2_2         4              0.93
nand2_1       53               4.1
nor2_1        51               3.9
o21ai_1        5              0.51
buf_4          7               1.1
o21ai_0       35               3.6
a21o_1         9               1.4
and3_1        12               1.5
xor2_1        39               7.0
## cell type report
class,instances,share of cell area (%)
inverters,16,0.770
diodes,2,0.0642
repair buffers,279,35.5
well taps,324,5.20
multi-input cells,625,58.5
## report_power, final
part / switching (uW) / internal (uW) / leakage [uW]
clock: 0 / 0.0000181 / 0.0000000127
combinational: 124 / 143 / 0.00296
sequential: 0 / 0 / 0
## final timing paths
kind	slack, ns	cells after the start	endpoint	start
setup / recovery	5.08	10	NextPC[26]	offset[15]
hold / removal	6.78	2	PCPlusFour[1]	PC_IF[1]
## critical path, stage by stage
cell	delay (ns)
clkdlybuf4s50_1	0.88
ha_1	0.34
ha_1	0.38
or4_1	0.58
a41o_1	0.25
a31oi_1	0.34
a21oi_1	0.19
xnor2_1	0.18
o22ai_1	0.16
clkdlybuf4s50_1	0.50
## per-stage QoR
step	util, %	hold slack [ns]	instance area [um^2]	worst slack, ns
CTS	31.9	6.79	7790	5.07
detailed placement	31.9	6.79	7790	5.08
finish	31.9	6.78	7800	5.08
global route	31.9	6.81	7790	4.85
floorplan	-	5.93	4860	6.53
global placement	31.9	6.79	7790	5.12
## routing by layer
metal  wire (um)  up-vias  global-route usage [%]
li1            -     3024                       -
met1       11100     2648                    19.9
met2       11100      187                    24.1
met3        1720       10                    3.78
met4          81        6                   0.382
met5          30        -                       0
## logic make-up after synthesis
group / synth area share (%)
multiplexers: 5.87
buffers and inverters: 6.46
AND/OR/NAND/NOR: 29.1
AND-OR/OR-AND: 24.0
adder cells (fa/ha/maj): 15.9
XOR/XNOR: 18.7
Power is estimated from default activity; no workload was simulated.
