==> ./design.v <==
`timescale 1ns / 1ps
module Ctrl(
    input clk,
    input[31:0] instr,
    input stall,
    input condition,
    output RegWrite,
    output [2:0] ExtCtrl,
    output MemWrite,
    output [3:0] ALUOp,
    output SrcBFromExt,
    output WDFromDM,
    output A3FromRt,
    output WriteRa,
    output [1:0] len,
    output[2:0] JumpOp,
    output [3:0] MDOp,
    output start,
    output CalImm,
    output CalReg,
    output Jump,
    output Link,
    output Load,
    output Store,
    output Load_HILO,
    output Store_HILO,
    output Branch,
    output JR,
    output MD,
    output BDins,
    output ERET,
    output MFC0,
    output MTC0,
    output CP0Write,
    output newinstr,
    output IF_IDEN,
    output ID_EXEN,
    output EX_MEMEN,
    output MEM_WBEN,
    output [4:0] ExcCode
    );
 wire[5:0] Op,funct;
    assign Op = instr[31:26];
    assign funct =instr[5:0];
     wire add,sub,lui,lw,sw,beq,jal,lh,lb,sh,sb,ins_and,ins_or,slt,sltu,addi,andi,ori,mult;
     wire multu,div,divu,mfhi,mflo,mthi,mtlo,newins,eret,mfc0,mtc0;
     assign newins = Op==6'b110110;
     assign newinstr = newins;
    assign add = ((Op == 6'b000000 && funct == 6'b100001)||(Op == 6'b000000 && funct == 6'b100000));
    assign sub = ((Op == 6'b000000 && funct == 6'b100011)||(Op == 6'b000000 && funct == 6'b100010));
    assign ins_and = (Op == 6'b000000 && funct == 6'b100100);
    assign ins_or = (Op == 6'b000000 && funct == 6'b100101);
    assign slt = (Op == 6'b000000 && funct == 6'b101010);
    assign sltu = (Op == 6'b000000 && funct == 6'b101011);
    assign ori = (Op===6'b001101);
    assign lui = (Op===6'b001111); 
    assign addi = (Op===6'b001000||Op==6'b001001);
    assign andi = (Op===6'b001100);
    assign ori = (Op===6'b001101);
    assign lw = (Op===6'b100011);
    assign lh = (Op==6'b100001);
    assign lb = (Op==6'b100000);
    assign sw = (Op===6'b101011);
    assign sh = (Op==6'b101001);
    assign sb = (Op==6'b101000);
    assign beq = (Op===6'b000100);
    assign bne = (Op===6'b000101);
    assign jal = (Op===6'b000011);
    assign jr = (Op===6'b000000)&&(funct===6'b001000);
    assign mult = (Op===6'b000000)&&(funct===6'b011000);
    assign multu = (Op===6'b000000)&&(funct===6'b011001);
    assign div = (Op===6'b000000)&&(funct===6'b011010);
    assign divu = (Op===6'b000000)&&(funct===6'b011011);
    assign mfhi = (Op===6'b000000)&&(funct===6'b010000);
    assign mflo = (Op===6'b000000)&&(funct===6'b010010);
    assign mthi = (Op===6'b000000)&&(funct===6'b010001);
    assign mtlo = (Op===6'b000000)&&(funct===6'b010011);
    assign eret = (Op==6'b010000)&&(funct==6'b011000);
    assign mfc0 = (Op==6'b010000)&&(instr[25:21]==5'b00000);
    assign mtc0 = (Op==6'b010000)&&(instr[25:21]==5'b00100);
	parameter
	Ext_ZeroExt = 0,
	Ext_LeftShiftForTwo = 1,
	Ext_SignExt = 2,
	Ext_Lui = 3,
	Ext_OneExt = 4,
	ALU_Add = 0,
	ALU_Sub = 1,
	ALU_And = 2,
	ALU_Or = 3,
	ALU_Shift = 4,
	ALU_Slt = 5,
	ALU_Sltu = 6,
	ALU_Cmp = 15,
	ALU_CmpResLess = 2,
	ALU_CmpResEqual = 1,
	ALU_CmpResGreater = 0,
	MD_Free = 0,
	MD_Mult = 1,
	MD_Multu = 2,
	MD_Div = 3,
	MD_Divu = 4,
	MD_Mfhi = 5,
	MD_Mflo = 6,
	MD_Mthi = 7,
	MD_Mtlo = 8,
	Cmp_CmpResLess = 2,
	Cmp_CmpResEqual = 1,
	Cmp_CmpResGreater = 0,
	NPC_Beq = 1,
	NPC_Jal = 2,
	NPC_Jr = 3,
	NPC_Bne = 4,
	DM_Word32 = 3,
	DM_HalfWord16 = 1,
	DM_Byte8 = 2;
    assign CalReg = add||sub||ins_and||ins_or||slt||sltu; 
    assign CalImm = ori||lui||addi||andi; 
    assign Load = lw||lh||lb; 
    assign Store = sw||sh||sb; 
    assign Branch = beq||bne; 
    assign JR = jr; 
    assign Jump = jal; 
    assign Link = jal; 
    assign MD = mult||multu||div||divu; 
    assign Load_HILO = mfhi||mflo; 
    assign Store_HILO = mthi||mtlo; 
    assign ERET = eret;
    assign MFC0 = mfc0;
    assign MTC0 = mtc0;
    assign BDIns = Branch||Jump||JR;
assign EXcCode = (CalImm||CalReg||Load_HILO||Load||Store||ERET||MFC0||MTC0
    ||Store_HILO||Link||Jump||JR||MD||Branch||((Op==0)&&(funct==0)))?10:0;
    assign RegWrite = CalImm||CalReg||Load_HILO||Load||Link||MFC0;
    assign MemWrite = Store;
    assign A3FromRt = CalImm||Load||MFC0;
    assign start = MD;
    assign WDFromDM = Load;
    assign SrcBFromExt = CalImm||Load||Store;
    assign CP0Write = MTC0;
    assign ExtCtrl = (Load||Store||addi)?Ext_SignExt: 
                     (Branch)?Ext_LeftShiftForTwo: 
                     (0)?Ext_OneExt:
                     Ext_ZeroExt;
    assign ALUOp =  (add)?ALU_Add: 
                    (sub)?ALU_Sub: 
                    (andi||ins_and)?ALU_And:
                    (ori||ins_or)?ALU_Or: 
                    (lui)?ALU_Shift: 
                    (slt)?ALU_Slt: 
                    (sltu)?ALU_Sltu:
                    (beq)?ALU_Cmp: 
                    4'b0000; 
    assign MDOp = (mult)?MD_Mult: 
                  (multu)?MD_Multu: 
                  (div)?MD_Div: 
                  (divu)?MD_Divu: 
                  (mfhi)?MD_Mfhi: 
                  (mflo)?MD_Mflo: 
                  (mthi)?MD_Mthi: 
                  (mtlo)?MD_Mtlo: 
                  MD_Free;
    assign JumpOp = beq?NPC_Beq:
                    jal?NPC_Jal: 
                    jr?NPC_Jr: 
                    bne?NPC_Bne: 
                    3'b000;
    assign len =(lw||sw)?DM_Word32: 
                (lh||sh)?DM_HalfWord16:
                (sb||lb)?DM_Byte8:
                0;
    assign IF_IDEN = ~stall;
    assign ID_EXEN = 1;
    assign EX_MEMEN = 1;
    assign MEM_WBEN = 1;
endmodule
`timescale 1ns / 1ps
module EX_ALU(
    input [31:0] SrcA,
    input [31:0] SrcB,
    input [3:0] ALUCtrl,
    input [4:0] Shamt,
    output [31:0] ALURes,
    output [1:0] CmpRes,
    input[31:0] instr,
    output[4:0] ExcCode
    );
	parameter
	Ext_ZeroExt = 0,
	Ext_LeftShiftForTwo = 1,
	Ext_SignExt = 2,
	Ext_Lui = 3,
	Ext_OneExt = 4,
	ALU_Add = 0,
	ALU_Sub = 1,
	ALU_And = 2,
	ALU_Or = 3,
	ALU_Shift = 4,
	ALU_Slt = 5,
	ALU_Sltu = 6,
	ALU_Cmp = 15,
	ALU_CmpResLess = 2,
	ALU_CmpResEqual = 1,
	ALU_CmpResGreater = 0,
	MD_Free = 0,
	MD_Mult = 1,
	MD_Multu = 2,
	MD_Div = 3,
	MD_Divu = 4,
	MD_Mfhi = 5,
	MD_Mflo = 6,
	MD_Mthi = 7,
	MD_Mtlo = 8,
	Cmp_CmpResLess = 2,
	Cmp_CmpResEqual = 1,
	Cmp_CmpResGreater = 0,
	NPC_Beq = 1,
	NPC_Jal = 2,
	NPC_Jr = 3,
	NPC_Bne = 4,
	DM_Word32 = 3,
	DM_HalfWord16 = 1,
	DM_Byte8 = 2;
wire load,store;
Ctrl uut(.instr(instr),.Load(load),.Store(store));
reg[31:0] i,cnt;
reg[32:0] temp,a,b;
reg Add_overflow,Sub_overflow;
always@(*)begin
    Add_overflow=0;
    a={{SrcA[31]},{SrcA}};
    b={{SrcB[31]},{SrcB}};
    temp=a+b;
    Add_overflow = (temp[32]!=temp[31]);
    temp = a-b;
    Sub_overflow = (temp[32]!=temp[31]);
end
    assign ExcCode = (((ALUCtrl==ALU_Add)&&(Add_overflow)&&(!load)&&(!store))||((ALUCtrl==ALU_Sub)&&(Sub_overflow)))?12:
                     ((ALUCtrl==ALU_Add)&&load)?4:
                     ((ALUCtrl==ALU_Add)&&store)?5:0;
    assign ALURes = ALUCtrl==ALU_Add?SrcA+SrcB:
                    ALUCtrl==ALU_Sub?SrcA-SrcB: 
                    ALUCtrl==ALU_And?SrcA&SrcB: 
                    ALUCtrl==ALU_Or?SrcA|SrcB: 
                    ALUCtrl==ALU_Slt?($signed(SrcA)<$signed(SrcB)): 
                    ALUCtrl==ALU_Sltu?(SrcA<SrcB):
                    ALUCtrl==ALU_Shift?SrcB<<Shamt: 
                    0;
    assign CmpRes = ALUCtrl==ALU_Cmp?(
                        SrcA>SrcB?ALU_CmpResGreater: 
                        SrcA==SrcB?ALU_CmpResEqual: 
                        SrcA<SrcB?ALU_CmpResLess : 
                        0
                    ):0;
endmodule
==> ./run.sh <==
#!/bin/bash
# OpenROAD 26Q1-2900-gdf79404cd8, Yosys 0.63+post, stock flow scripts
make -C /OpenROAD-flow-scripts/flow DESIGN_CONFIG=/design/flow/config.mk WORK_HOME=/design/flow/orfs finish
==> ./config.mk <==
export PLATFORM = sky130hd
export DESIGN_NAME = EX_ALU
export DESIGN_NICKNAME = EX_ALU
export VERILOG_FILES = /design/flow/design.v
export SDC_FILE = /design/flow/constraint.sdc
export NUM_CORES = 4
export LEC_CHECK = 1
export CORE_UTILIZATION = 40
==> ./constraint.sdc <==
current_design EX_ALU

set clk_period 10.5
set clk_io_pct 0.2

create_clock -name clk0 -period $clk_period

set non_clock_inputs [all_inputs -no_clocks]
set_input_delay [expr $clk_period * $clk_io_pct] -clock clk0 $non_clock_inputs
set_output_delay [expr $clk_period * $clk_io_pct] -clock clk0 [all_outputs]
==> impl_metrics.csv <==
group,metric,value,unit
synthesis,yosys-stat-cells,967,
placement,port_buffers,116,
final_layout,combGateArea,6010,um2
final_layout,fin_area,7900,um2
final_timing,relSlewSlack,48.5,%
synthesis,ys_warn_count,5,
detailed_routing,drt_wl_total,27.5,mm
global_routing,overflow,0,
pwr,p_per_area,50.8,nW/um2
pwr,p_leak,3.39,nW
final_layout,seqCellArea,0,um2
synthesis,ys_top_cells_by_area,"ha_1 18%, a21oi_1 6.6%, mux2i_1 6.0%",
placement,gp_congestion,1.03,
flow_run,warnings,122,
detailed_routing,remaining_drc_errors,0,
final_layout,synthToLayoutAreaGrowth,18.0,%
synthesis,synth.largest_area_cell,"ha_1",
setup_path,required,8.40,ns
global_routing,antenna_found_initial,0,
die,dieWidth,131,um
setup_path,critPathCaptureType,"output pin",
detailed_routing,num_vias,7632,
die,core,16100,um2
detailed_routing,ant_nets,0,
synthesis,synthDistinctLibCells,88,
die,ios,144,
pwr,peakVddDrop,0.0236,mV
die,rows,46,
final_layout,fillers,1677,
global_routing,grtUsageTotal,31.8,%
setup_path,cp_max_fo,14,
placement,dp_hpwl,22.2,mm
final_layout,final_cell_mix,"113 x clkdlybuf4s50_1, 98 x inv_1, 96 x ha_1",
synthesis,yosysSeqAreaShare,0,%
min_path,hold_class,"primary input to output pin",
synthesis,avgSynthCellArea,6.93,um2
synthesis,syn-instance-count,967,
final_timing,max_freq,0.121,GHz
flow_run,maxCapViolCount,0,
final_layout,drive_gt1_share,6.30,%
final_layout,final_common_cell,"clkdlybuf4s50_1",
die,fp_util,41.6,%
clocking,post_cts_buffers,0,
global_routing,grt_pass1_wl,41.8,mm
final_timing,finalSetupTns,0,ns
final_timing,period_minus_slack,8.30,ns
setup_path,startpoint_type,"primary input",
detailed_routing,detail_route.antenna_diodes,0,
placement,place_area,7900,um2
final_timing,finalSetupViolCount,0,
pwr,power,0.401,mW
detailed_routing,drt_iter0_drc,575,
synthesis,ys_chip_area,6700,um2
outcome,outcome,"complete, no violations",
synthesis,netlist_area,6700,um2
global_routing,grt_max_degree,51,
synthesis,top_area_share,17.9,%
setup_path,path_class,"primary input to output pin",
global_routing,grt_pass1_vias,7093,
die,die_y,131,um
detailed_routing,via_per_inst,6.12,
final_timing,worst_pin_slew,0.765,ns
final_layout,final_util,49.0,%
final_timing,rsz0062_at_grt,"false",
final_timing,slew_violations,0,
clocking,cts-hold-fix-buffers,0,
die,die_area,17300,um2
final_layout,clock_buffers,0,
clocking,cts_resized,0,
final_timing,finalCritPeriodShare,79.0,%
setup_path,cp.arrival,6.20,ns
final_layout,flops,0,
detailed_routing,dr.pass1.iters,7,
detailed_routing,routedWlPerCell,22.0,um
final_timing,hold_viol_final,0,
[critical path, cell delays in order]
cell and delay (ns):
clkdlybuf4s50_1 0.61, inv_1 0.18, ha_1 0.62, and4_1 0.30
and3_1 0.20, o21ai_0 0.15, a21oi_1 0.22, a31oi_1 0.25
o21ai_0 0.34, nand3_1 0.12, a32o_1 0.28, a221oi_1 0.30
clkdlybuf4s50_1 0.53
[power breakdown]
part	internal [mW]	switching (mW)	leakage [nW]	total, mW
Sequential	0	0	0	0
Combinational	0.170	0.231	3.39	0.401
Clock	0	0	0	0
[cell families after synthesis]
logic type	share of synthesized area, %
AND-OR/OR-AND	33.7
AND/OR/NAND/NOR	19.9
buffers and inverters	10.3
adder cells (fa/ha/maj)	18.5
multiplexers	14.3
XOR/XNOR	3.27
other	0.0560
[area by class of cell]
class / count / share of cell area, %
Inverter: 99 / 4.70
Multi-Input combinational cell: 803 / 76.1
Tap cell: 216 / 3.42
Timing Repair Buffer: 129 / 15.7
[cell usage after synthesis (4+ instances only)]
master     instances
nor3_1            24
a21o_1             9
or4_1              4
a221oi_1          16
o311ai_0           5
a2111oi_0          4
inv_1             98
xnor2_1           19
ha_1              96
o211ai_1          10
nand4_1            7
o22ai_1           12
mux4_1             4
buf_1              6
clkbuf_1          33
and3_1             4
nand2b_1          18
a21oi_1           88
nand2_1           58
nor2_1            90
buf_4              8
o21ai_1            8
nor3b_1            4
o2111ai_1          4
o21bai_1          13
nor4_1             8
or3_1              7
o31ai_1            9
o221ai_1          15
buf_2             15
mux2_2             9
xor2_1             6
mux2i_1           40
nor2b_1           14
a31oi_1           10
mux4_2            15
o21ai_0           68
a211o_1            4
nand3_1           15
or2_2              4
a211oi_1          17
[layer usage]
layer	wire length [um]	global-route usage, %	vias to the layer above	share of wire, %
met3	1950	4.41	49	7.1
met2	12200	49.5	332	44
li1	-	-	3691	-
met1	12100	44.5	3560	44
met5	0	0	-	0
met4	1230	12.4	0	4.5
[per-stage QoR]
stage / instances / setup WS [ns] / hold slack, ns
2_1_floorplan: 968 / 4.22 / 4.29
3_3_place_gp: 1247 / 2.30 / 5.13
3_5_place_dp: 1247 / 2.33 / 5.13
4_1_cts: 1247 / 2.31 / 5.13
5_1_grt: 1247 / 2.02 / 5.14
6_report: 1247 / 2.20 / 5.12
[worst paths after layout]
check	slack, ns	depth (start not counted)	startpoint	end
hold / removal	5.12	3	instr[29]	ExcCode[0]
setup / recovery	2.20	13	SrcB[17]	ALURes[28]
No activity file was given, so power comes from the tool's default toggle rates.
