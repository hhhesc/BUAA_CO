File: design/flow/config.mk
export PLATFORM = sky130hd
export DESIGN_NAME = ID_GRF
export DESIGN_NICKNAME = ID_GRF
export VERILOG_FILES = /design/flow/design.v
export SDC_FILE = /design/flow/constraint.sdc
export NUM_CORES = 4
export LEC_CHECK = 1
export CORE_UTILIZATION = 40
File: design/flow/constraint.sdc
current_design ID_GRF

set clk_period 12.6
set clk_io_pct 0.2

create_clock -name clk0 -period $clk_period [get_ports {clk}]

set non_clock_inputs [all_inputs -no_clocks]
set_input_delay [expr $clk_period * $clk_io_pct] -clock clk0 $non_clock_inputs
set_output_delay [expr $clk_period * $clk_io_pct] -clock clk0 [all_outputs]
File: design/flow/design.v
`timescale 1ns / 1ps
module ID_GRF(
    input clk,
    input reset,
    input RegWrite,
    input [4:0] A1,
    input [4:0] A2,
    input [4:0] A3,
    input [31:0] WD,
    input[31:0] PC,
    input[31:0] instr,
    output [31:0] RD1,
    output [31:0] RD2,
    input [31:0] fd
    );
    reg[31:0] Regs[31:0];
    wire FwdA1,FwdA2;
    assign FwdA1 = (A1==A3)&&A3;
    assign FwdA2 = (A2==A3)&&A3;
    assign RD1 =(FwdA1&&RegWrite)?WD:Regs[A1];
    assign RD2 =(FwdA2&&RegWrite)?WD:Regs[A2];
    initial begin
        for(reg[31:0] i=0;i<32;i=i+1)begin
                Regs[i]<=0;
        end
    end
    always @(posedge clk ) begin 
        if(reset) begin
            for(reg[31:0] i=0;i<32;i=i+1)begin
                Regs[i]<=0;
            end
        end else if(RegWrite) begin
            if(A3)begin
                Regs[A3]<=WD;
            end 
        end
    end
endmodule
File: design/flow/run.sh
#!/bin/bash
# OpenROAD 26Q1-2900-gdf79404cd8, Yosys 0.63+post, stock flow scripts
make -C /OpenROAD-flow-scripts/flow DESIGN_CONFIG=/design/flow/config.mk WORK_HOME=/design/flow/orfs finish
==> changes_impl.md <==
### Metrics

* Run status: complete, no violations
* Placed Area at 57000 µm²
* Cts hold-fix bufs at 0
* DIE HEIGHT at 371 µm
* CTS Buf Count at 110
* Total gr overflow at 0
* Vias in the first global route at 34500
* YS warnings at 1
* Hold_ws at 2340 ps
* Post-synth ARST share at 0%
* Primary FF master, synth: edfxtp_1
* Worst rel slew slack at 37.4%
* Gr usage total at 28.4%
* Post-route setup TNS at 0 ps
* FMAX at 108 MHz
* Clock root cell: clkbuf_16
* H-tree depth at 3
* Total power at 8.06 mW
* # DRC at 0
* Top cells by count: 1024 x edfxtp_1, 992 x and2_1, 436 x mux4_2
* Flip-flops with a built-in enable at 1024
* P per Cell Area at 133 nW/µm²
* Via count at 32300
* Initial antenna violation count at 2
* 1st-pass router iterations at 5
* Crit-path cells: clkdlybuf4s50_1, or3_4, o31ai_2, nor4_2, buf_4, buf_4, nor2b_1, nor3b_1, clkdlybuf4s50_1
* First-pass GRT wire length at 248000 µm
* # IOs at 210
* Top area cell types: edfxtp_1 57%, mux4_2 18%, and2_1 11%
* WS Path Type: in -> out
* Antenna Nets Post-Route at 0
* PostCTS Resize Cnt at 0
* CTS tree: done
* Critical-path top delay cell: clkdlybuf4s50_1
* Num Clock Sinks at 1024
* Hold Fails Final Rpt at 0
* DRT iter0 DRCs at 1824
* HPWL after DPL at 98300 µm
* Top reg by flops: Regs
* Syn-to-layout area delta at 11.3%
* Placed cells at 5166
* Post-route cell area at 60500 µm²
* RSZ-0062 raised after global routing: false
* Unique cell types at 42
* MaxCap Viol Count at 0
* Hold_sp: reset
* IO Port Bufs at 113
* Max incr delay on CP at 770 ps
* Total wire length at 177000 µm
* Worst EP required at 10080 ps
* Final setup viols at 0
* Cells in synth_stat.txt at 3494
* Setup WS pre-CTS at 3400 ps
* Maximum vdd drop at 100 µV
* Register share after synthesis at 56.6%
* YS chip area at 54300 µm²
* Log Warnings at 122
* Area share, top type at 56.6%
* Post-synthesis cell area at 54300 µm²
* Setup WS post-layout at 3340 ps
* Die width at 371 µm
* WHS Endpoint: Regs[0][16]
* Arr. time, crit path at 6740 ps
* WHS Path Cells at 1
* Top Registers: Regs: 1024 flops
* Finished Layout Cells at 5370
* Worst-Margin Slew at 938 ps
* Count leader, synth: edfxtp_1
* CP Max Fanout at 34
* Routed WL per cell at 32.9 µm
* Layout cell share with drive strength beyond 1 at 22.5%
* Mapped Avg Cell Area at 15.6 µm²
* Leak at 20.3 nW
* FP Core Util at 40.5%
* Final Cycle Share at 73.5%
* Clk buf depth at 3
* Cells after Synth at 3494
* GPL Wtd Cong at 0.883
* Critical Path End Type: primary output
* Final min period at 9260 ps
* Final Slew Violations at 0
* Top delay family on crit path: buffers and inverters
* Most area-hungry cell type in the Yosys netlist: edfxtp_1
* Critical Path Start Type: primary input
* Die ar. at 137000 µm²
* Util after Layout at 45.1%
* Routed vias/inst at 6.02
* Max reg flops at 1024
* Bufs and invs on worst path at 4
* Core ar. at 134000 µm²
* Worst Hold Class: in -> reg
* Clock transition at the registers of the reported paths at 60 ps
* Number of synthesized register bits at 1024
* FP Rows at 134
* Largest net degree at the start of global routing at 89
* Setup bufs post-CTS at 0
-- where the power goes --
| part | switching (mW) | internal [mW] |
|---|---|---|
| Sequential | 0.0807 | 3.94 |
| Combinational | 0.500 | 0.427 |
| Clock | 1.36 | 1.76 |
| Total | 1.94 | 6.12 |
-- routing by layer --
metal / track usage [%] / share of wire [%] / wire [µm] / vias to the layer above
met1: 33.3 / 32 / 55800 / 15900
met4: 9.05 / 4.2 / 7370 / 13
met2: 40.7 / 45 / 80400 / 2400
met3: 22.0 / 19 / 32900 / 385
li1: - / - / - / 13700
met5: 3.11 / 0.29 / 519 / -
-- cell usage in the layout, fill, tap and decap left out, types with 3 or more instances in the layout --
cell type,instances
and2_1,992
or2_2,31
nor2_4,31
conb_1,32
o22ai_1,248
clkbuf_1,31
nor2b_1,5
o21ai_1,62
edfxtp_1,1024
clkdlybuf4s50_1,108
mux4_2,436
buf_8,4
buf_4,145
inv_6,3
nand2_2,4
nand3_1,7
clkbuf_16,111
clkinv_2,17
xor2_1,4
xnor2_1,6
bufinv_16,7
or4_1,63
mux4_1,72
buf_12,3
clkinv_1,27
nand2_1,65
nor2_1,7
nand3b_1,12
mux2i_1,11
-- how the worst max path moves through the flow --
| stage | start | end | slack, ps | depth (start not counted) |
|---|---|---|---|---|
| after CTS | A3[2] | RD1[30] | 3380 | 9 |
| after global routing | A3[2] | RD1[30] | 3110 | 9 |
| final | A3[3] | RD1[30] | 3340 | 9 |
-- kinds of logic (layout without fill, tap and decap cells) --
family	count (synthesis)	after routing	share of synthesized area [%]
other	1	34	0.00690
DFF	1024	1024	56.6
muxes	519	519	21.8
xor gates and xnor gates	10	10	0.161
AOI/OAI and AO/OA	317	317	3.54
and+or+nand+nor	1236	1236	14.0
buffers and inverters	387	462	3.99
-- final cells by class --
type | count | area, µm²
repair buffers | 260 | 2290
clock buffers | 142 | 2890
clock inverters | 60 | 513
diodes | 2 | 5.00
well taps | 1768 | 2210
multi-input cells | 2114 | 21800
fillers | 11300 | 73700
flip-flops and latches | 1024 | 30700
Power figures rest on the tool's default switching activity, not on a simulated workload.
